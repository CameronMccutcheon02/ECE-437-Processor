**flow/config.mk**
```make
export PLATFORM = sky130hd
export DESIGN_NAME = extender
export DESIGN_NICKNAME = extender
export VERILOG_FILES = /design/flow/design.v
export SDC_FILE = /design/flow/constraint.sdc
export NUM_CORES = 4
export LEC_CHECK = 1
export CORE_AREA = 10 10 70 70
export DIE_AREA = 0 0 80 80
```
**flow/constraint.sdc**
```tcl
current_design extender

set clk_period 1.9
set clk_io_pct 0.2

create_clock -name clk0 -period $clk_period

set non_clock_inputs [all_inputs -no_clocks]
set_input_delay [expr $clk_period * $clk_io_pct] -clock clk0 $non_clock_inputs
set_output_delay [expr $clk_period * $clk_io_pct] -clock clk0 [all_outputs]
```
**flow/design.v**
```verilog
package cpu_types_pkg;
  parameter WORD_W    = 32;
  parameter WBYTES    = WORD_W/8;
  parameter OP_W      = 6;
  parameter REG_W     = 5;
  parameter SHAM_W    = REG_W;
  parameter FUNC_W    = OP_W;
  parameter IMM_W     = 16;
  parameter ADDR_W    = 26;
  parameter AOP_W     = 4;
  parameter ITAG_W    = 26;
  parameter IIDX_W    = 4;
  parameter IBLK_W    = 0;  
  parameter IBYT_W    = 2;
  parameter DTAG_W    = 26;
  parameter DIDX_W    = 3;
  parameter DBLK_W    = 1;
  parameter DBYT_W    = 2;
  parameter DWAY_ASS  = 2;
  typedef enum logic [OP_W-1:0] {
    RTYPE   = 6'b000000,
    J       = 6'b000010,
    JAL     = 6'b000011,
    BEQ     = 6'b000100,
    BNE     = 6'b000101,
    ADDI    = 6'b001000,
    ADDIU   = 6'b001001,
    SLTI    = 6'b001010,
    SLTIU   = 6'b001011,
    ANDI    = 6'b001100,
    ORI     = 6'b001101,
    XORI    = 6'b001110,
    LUI     = 6'b001111,
    LW      = 6'b100011,
    LBU     = 6'b100100,
    LHU     = 6'b100101,
    SB      = 6'b101000,
    SH      = 6'b101001,
    SW      = 6'b101011,
    LL      = 6'b110000,
    SC      = 6'b111000,
    HALT    = 6'b111111
  } opcode_t;
  typedef enum logic [FUNC_W-1:0] {
    SLLV    = 6'b000100,
    SRLV    = 6'b000110,
    JR      = 6'b001000,
    ADD     = 6'b100000,
    ADDU    = 6'b100001,
    SUB     = 6'b100010,
    SUBU    = 6'b100011,
    AND     = 6'b100100,
    OR      = 6'b100101,
    XOR     = 6'b100110,
    NOR     = 6'b100111,
    SLT     = 6'b101010,
    SLTU    = 6'b101011
  } funct_t;
  typedef enum logic [AOP_W-1:0] {
    ALU_SLL     = 4'b0000,
    ALU_SRL     = 4'b0001,
    ALU_ADD     = 4'b0010,
    ALU_SUB     = 4'b0011,
    ALU_AND     = 4'b0100,
    ALU_OR      = 4'b0101,
    ALU_XOR     = 4'b0110,
    ALU_NOR     = 4'b0111,
    ALU_SLT     = 4'b1010,
    ALU_SLTU    = 4'b1011
  } aluop_t;
  typedef logic [REG_W-1:0] regbits_t;
  typedef struct packed {
    opcode_t            opcode;
    logic [ADDR_W-1:0]  addr;
  } j_t;
  typedef struct packed {
    opcode_t            opcode;
    regbits_t           rs;
    regbits_t           rt;
    logic [IMM_W-1:0]   imm;
  } i_t;
  typedef struct packed {
    opcode_t            opcode;
    regbits_t           rs;
    regbits_t           rt;
    regbits_t           rd;
    logic [SHAM_W-1:0]  shamt;
    funct_t             funct;
  } r_t;
  typedef struct packed {
    logic [ITAG_W-1:0]  tag;
    logic [IIDX_W-1:0]  idx;
    logic [IBYT_W-1:0]  bytoff;
  } icachef_t;
  typedef struct packed {
    logic [DTAG_W-1:0]  tag;
    logic [DIDX_W-1:0]  idx;
    logic [DBLK_W-1:0]  blkoff;
    logic [DBYT_W-1:0]  bytoff;
  } dcachef_t;
  typedef logic [WORD_W-1:0] word_t;
  typedef enum logic [1:0] {
    FREE,
    BUSY,
    ACCESS,
    ERROR
  } ramstate_t;
  typedef struct packed {
	logic valid;
	logic dirty;
	logic [DTAG_W - 1:0] tag;
	word_t [1:0] data;
  } dcache_frame;
  typedef struct packed {
	logic valid;
	logic [ITAG_W - 1:0] tag;
	word_t data;
  } icache_frame;
endpackage
module extender(
    input logic [15:0] in_data,
    input logic [1:0] ExtType,
    output logic [31:0] out_data  
);
always_comb begin
    case(ExtType)
        2'b00: out_data = {16'd0, in_data};  
        2'b01: out_data = {{16{in_data[15]}}, in_data};  
        2'b10: out_data = {in_data, 16'd0};  
        default: out_data = {16'd0, in_data};
    endcase
end
endmodule
```
**flow/run.sh**
```bash
#!/bin/bash
# OpenROAD 26Q1-2900-gdf79404cd8, Yosys 0.63+post, stock flow scripts
make -C /OpenROAD-flow-scripts/flow DESIGN_CONFIG=/design/flow/config.mk WORK_HOME=/design/flow/orfs finish
```
==> node_exporter_impl.prom <==
# HELP chip_impl_metric Implementation results
# TYPE chip_impl_metric gauge
chip_impl_info{name="run_status",value="finished, final reports clean"} 1
chip_impl_metric{name="fp_util",unit="%"} 9.890
chip_impl_metric{name="place.port_buffers",unit=""} 50
chip_impl_metric{name="routed-via-count",unit=""} 584
chip_impl_metric{name="netlist-cell-type-count",unit=""} 13
chip_impl_metric{name="power_per_cell_area",unit="nW/um2"} 224.2
chip_impl_metric{name="cp_data_required_time",unit="ns"} 1.52
chip_impl_metric{name="grt_util_met1",unit="%"} 7.317
chip_impl_metric{name="max-vdd-ir-drop",unit="mV"} 0.1221
chip_impl_metric{name="dr.pass1.iters",unit=""} 3
chip_impl_metric{name="die_height",unit="um"} 80
chip_impl_metric{name="first_global_vias",unit=""} 548
chip_impl_metric{name="critical_path_peak_fanout",unit=""} 8
chip_impl_metric{name="detailedRoute.firstIterationViolations",unit=""} 14
chip_impl_metric{name="max-cap-violations",unit=""} 0
chip_impl_metric{name="sequential_cell_total",unit=""} 0
chip_impl_metric{name="rows",unit=""} 21
chip_impl_metric{name="gp_congestion",unit=""} 0.7294
chip_impl_metric{name="timing.final.crit_period",unit="ns"} 1.869
chip_impl_metric{name="p_leak",unit="uW"} 0.0005151
chip_impl_info{name="top_usage_layer_grt",value="met2"} 1
chip_impl_metric{name="hold_viol",unit=""} 0
chip_impl_metric{name="wire_per_inst",unit="um"} 12.91
chip_impl_metric{name="critPathArrivalTime",unit="ns"} 1.49
chip_impl_metric{name="finalSetupViolations",unit=""} 0
chip_impl_metric{name="num-fill-cells",unit=""} 387
chip_impl_metric{name="synth_chip_area",unit="um2"} 337.8
chip_impl_metric{name="power.share.combinational",unit="%"} 100.0
chip_impl_metric{name="num-clock-buffers",unit=""} 0
chip_impl_metric{name="timing_max_transition_violations_final",unit=""} 0
chip_impl_metric{name="floorplan.die_area",unit="um2"} 6400
chip_impl_metric{name="ant_nets_after_route",unit=""} 0
chip_impl_metric{name="net-switching-power",unit="uW"} 80.10
chip_impl_metric{name="fmax",unit="MHz"} 534.9
chip_impl_metric{name="min_period_over_period",unit="%"} 98.39
chip_impl_metric{name="floorplan.io_pins",unit=""} 50
chip_impl_metric{name="sequentialPowerShare",unit="%"} 0
chip_impl_metric{name="netSwitchingFraction",unit="%"} 37.37
chip_impl_metric{name="yosys_warnings",unit=""} 1
chip_impl_info{name="path_class",value="in -> out"} 1
chip_impl_metric{name="core_area",unit="um2"} 3416
chip_impl_metric{name="synth_area_per_cell",unit="um2"} 5.630
chip_impl_metric{name="worst_pin_slew",unit="ns"} 0.1928
chip_impl_metric{name="final_core_util",unit="%"} 27.99
chip_impl_metric{name="flop_area",unit="um2"} 0
chip_impl_metric{name="pwr-share-clk",unit="%"} 0
chip_impl_metric{name="synth_seq_share",unit="%"} 0
chip_impl_metric{name="openroad.warnings",unit=""} 33
chip_impl_metric{name="areaGrowthSynthToFinish",unit="%"} 183.0
chip_impl_metric{name="num_antenna_cells",unit=""} 0
chip_impl_metric{name="cellInternalPower",unit="uW"} 134.3
chip_impl_metric{name="chipWidth",unit="um"} 80
chip_impl_metric{name="final_cell_area",unit="um2"} 955.9
chip_impl_metric{name="ys_cells",unit=""} 60
chip_impl_metric{name="grt_max_degree",unit=""} 11
chip_impl_metric{name="slew_headroom",unit="%"} 87.11
chip_impl_info{name="min_path_type",value="in -> out"} 1
chip_impl_metric{name="gr-usage-met3",unit="%"} 1.932
chip_impl_metric{name="grt_overflow_total",unit=""} 0
chip_impl_metric{name="drc_violation_count_after_routing",unit=""} 0
chip_impl_metric{name="wl",unit="um"} 2052
chip_impl_metric{name="grt_use_met2",unit="%"} 9.551
chip_impl_metric{name="globalRouteTotalUtil",unit="%"} 5.703
chip_impl_metric{name="worst_hold_path.num_cells",unit=""} 3
chip_impl_metric{name="global_route_wire_length_before_repair",unit="um"} 2980
chip_impl_metric{name="detailed_place_hpwl",unit="um"} 1592
chip_impl_metric{name="gate_count_of_the_mapped_netlist",unit=""} 60
chip_impl_metric{name="placed_cell_area",unit="um2"} 903.4
chip_impl_metric{name="detail_route.vias_per_cell",unit=""} 3.673
chip_impl_metric{name="fraction_of_final_layout_cells_with_drive_strength_greater_than_1",unit="%"} 19.47
chip_impl_metric{name="netlist_area",unit="um2"} 337.8
chip_impl_metric{name="grt_antenna_before_repair",unit=""} 0
chip_impl_info{name="end_kind",value="output pin"} 1
chip_impl_info{name="timing.critical_path.from_type",value="primary input"} 1
path summary, 6_finish.rpt:
check,to,startpoint,slack [ns]
setup / recovery,out_data[22],ExtType[0],0.03
hold / removal,out_data[6],in_data[6],1.07
cells in the final DEF, fill, tap and decap left out:
master                            Yosys  final
sky130_fd_sc_hd__buf_8                0      1
sky130_fd_sc_hd__clkbuf_2             1      1
sky130_fd_sc_hd__clkdlybuf4s50_1      0     14
sky130_fd_sc_hd__buf_2                2      1
sky130_fd_sc_hd__a21oi_1             15     11
sky130_fd_sc_hd__nor2_4               1      1
sky130_fd_sc_hd__dlygate4sd2_1        0     27
sky130_fd_sc_hd__a21oi_2              0      4
sky130_fd_sc_hd__nand2_1             15     15
sky130_fd_sc_hd__ha_4                 0      2
sky130_fd_sc_hd__inv_2                0      2
sky130_fd_sc_hd__nor2_1               1      1
sky130_fd_sc_hd__nor2b_1             16     16
sky130_fd_sc_hd__dlymetal6s2s_1       0      6
sky130_fd_sc_hd__nand2_8              0      1
sky130_fd_sc_hd__nand2_4              0      1
sky130_fd_sc_hd__buf_6                2      1
sky130_fd_sc_hd__nor3b_1              1      1
sky130_fd_sc_hd__buf_4                1      7
through the flow:
stage	power [uW]	TNS (ns)	instances	hold WS (ns)	setup WS, ns
2_1_floorplan	61.48	0	60	0.8230	0.3539
3_3_place_gp	221.5	-17.32	157	1.702	-0.5718
3_5_place_dp	221.2	-17.75	157	1.694	-0.5788
4_1_cts	212.5	0	157	1.330	0.002781
5_1_grt	238.5	-0.009294	159	1.135	-0.008836
6_report	214.4	0	159	1.073	0.03054
cell usage after synthesis:
master,instances,area share (%)
sky130_fd_sc_hd__nand2_2,1,1.9
sky130_fd_sc_hd__inv_1,2,2.2
sky130_fd_sc_hd__ha_1,2,7.4
sky130_fd_sc_hd__nor2_4,1,3.3
sky130_fd_sc_hd__nand2_1,15,17
sky130_fd_sc_hd__buf_6,2,6.7
sky130_fd_sc_hd__buf_2,2,3.0
sky130_fd_sc_hd__buf_4,1,2.2
sky130_fd_sc_hd__clkbuf_2,1,1.5
sky130_fd_sc_hd__nor3b_1,1,2.2
sky130_fd_sc_hd__nor2b_1,16,30
sky130_fd_sc_hd__a21oi_1,15,22
sky130_fd_sc_hd__nor2_1,1,1.1
cells by family (layout without fill, tap and decap cells):
| logic type | count (synthesis) | in the layout | synth area share, % |
|---|---|---|---|
| and+or+nand+nor | 35 | 36 | 54.82 |
| AOI/OAI and AO/OA | 15 | 15 | 22.22 |
| buffers and inverters | 8 | 60 | 15.56 |
| adders and majority gates | 2 | 2 | 7.406 |
area by class of cell:
class                           count  area [um2]  share of cell area, %
Multi-Input combinational cell     53       350.3                  36.65
Inverter                            2       7.507                 0.7853
Timing Repair Buffer               58       540.5                  56.54
Tap cell                           46       57.56                  6.021
worst max-delay path, cell delays in order:
cell,delay [ns]
sky130_fd_sc_hd__buf_4,0.13
sky130_fd_sc_hd__inv_2,0.06
sky130_fd_sc_hd__ha_4,0.21
sky130_fd_sc_hd__buf_8,0.14
sky130_fd_sc_hd__a21oi_2,0.10
sky130_fd_sc_hd__clkdlybuf4s50_1,0.47
per-layer routing:
| layer | vias up | share of wire [%] |
|---|---|---|
| li1 | 298 | - |
| met1 | 261 | 44 |
| met2 | 25 | 45 |
| met3 | 0 | 10 |
| met4 | 0 | 0 |
| met5 | - | 0 |
power by group through the flow:
stage     clock network (uW)  registers [uW]  logic [uW]
6_report                   0               0         214
5_1_grt                    0               0         238
4_1_cts                    0               0         213
what timing repair did:
item,4_1_cts,5_1_grt
gates resized,53,8
hold buffers,0,0
gates cloned,1,0
setup endpoints to repair,32,17
setup buffers,0,3
pin swaps,7,3
Power figures rest on the tool's default switching activity, not on a simulated workload.
